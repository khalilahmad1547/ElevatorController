## ./design.v

```verilog
`timescale 1ns / 1ps
module Elevater(
    input clk,
    input ground_flr_up_btn,
    input first_flr_up_btn,
    input first_flr_dwn_btn,
    input second_flr_dwn_btn,
    input go_to_ground_flr,
    input go_to_first_flr,
    input go_to_second_flr,
    output reg is_moving,
    output reg is_moving_up,
    output reg is_moving_dwn,
    output reg is_door_close,
    output reg [1:0] current_flr
    );
    parameter Yes = 1'b1;
    parameter No = 1'b0;
    parameter Ground_Floor = 2'b00;
    parameter First_Floor = 2'b01;
    parameter Second_Floor = 2'b10;
    reg G1, G2, G3, G4, G5, G6, G7;
    reg Wait;
    reg [1:0] Next_Floor;
    initial begin
        current_flr <= Ground_Floor;
        Next_Floor <= Ground_Floor;
        G1 <= No;
        G2 <= No;
        G3 <= No;
        G4 <= No;
        G5 <= No;
        G6 <= No;
        G7 <= No;
        Wait <= No;
        is_door_close <= No;
        is_moving <= No;
        is_moving_up <= No;
        is_moving_dwn <= No;
    end
    always @(posedge clk) begin
        if (Wait == No) begin
            if (second_flr_dwn_btn == Yes || go_to_second_flr == Yes ) begin
                G1 <= Yes;
            end
            else begin
                G1 <= No;
            end
            if (first_flr_up_btn == Yes || first_flr_dwn_btn == Yes || ground_flr_up_btn == Yes || go_to_first_flr == Yes || go_to_ground_flr == Yes) begin
                G2 <= Yes;
            end
            else begin
                G2 <= No;
            end
            if (ground_flr_up_btn == Yes || go_to_ground_flr == Yes ) begin
                G3 <= Yes;
            end
            else begin
                G3 <= No;
            end
            if (ground_flr_up_btn == Yes || go_to_ground_flr == Yes ) begin
                G4 <= Yes;
            end
            else begin
                G4 <= No;
            end
            if (first_flr_up_btn == Yes || first_flr_dwn_btn == Yes || second_flr_dwn_btn == Yes || go_to_first_flr == Yes || go_to_second_flr == Yes) begin
                G5 <= Yes;
            end
            else begin
                G5 <= No;
            end
            if (first_flr_up_btn == Yes || first_flr_dwn_btn == Yes || go_to_first_flr == Yes ) begin
                G6 <= Yes;
            end
            else begin
                G6 <= No;
            end
            if (second_flr_dwn_btn == Yes || go_to_second_flr == Yes ) begin
                G7 <= Yes;
            end
            else begin
                G7 <= No;
            end
            case (current_flr)
                    Ground_Floor:
                        if (G4 == Yes) begin
                            is_door_close <= No;
                            G4 <= No;
                            Wait <= Yes;
                            is_moving <= No;
                            is_moving_up <= No;
                            is_moving_dwn <= No;
                        end
                        else if (G5 == Yes) begin
                            is_door_close <= Yes;
                            Next_Floor <= First_Floor;
                            is_moving <= Yes;
                            is_moving_up <= Yes;
                            is_moving_dwn <= No;
                        end
                    First_Floor:
                        if (G6 == Yes) begin
                            is_door_close <= No;
                            G6 <= No;
                            Wait <= Yes;
                            is_moving <= No;
                            is_moving_up <= No;
                            is_moving_dwn <= No;
                        end
                        else if (G3 == Yes) begin
                            is_door_close <= Yes;
                            Next_Floor <= Ground_Floor;
                            is_moving <= Yes;
                            is_moving_up <= No;
                            is_moving_dwn <= Yes;
                        end
                        else if (G7 == Yes) begin
                            is_door_close <= Yes;
                            Next_Floor <= Second_Floor;
                            is_moving <= Yes;
                            is_moving_up <= Yes;
                            is_moving_dwn <= No;
                        end
                    Second_Floor:
                        if (G1 == Yes) begin
                            is_door_close <= No;
                            G1 <= No;
                            Wait <= Yes;
                            is_moving <= No;
                            is_moving_up <= No;
                            is_moving_dwn <= No;
                        end
                        else if (G2 == Yes) begin
                            is_door_close <= Yes;
                            Next_Floor <= First_Floor;
                            is_moving <= No;
                            is_moving_up <= No;
                            is_moving_dwn <= Yes;
                        end
                    default:
                        Next_Floor <= Ground_Floor;
                endcase
            end
    end
    always @(posedge Wait ) begin
        #5 Wait = ~Wait;
    end
    always @(posedge clk ) begin
        current_flr <= Next_Floor;
    end
endmodule
```

## ./run.sh

```bash
#!/bin/bash
# OpenROAD 26Q1-2900-gdf79404cd8, Yosys 0.63+post, stock flow scripts
make -C /OpenROAD-flow-scripts/flow DESIGN_CONFIG=/design/flow/config.mk WORK_HOME=/design/flow/orfs finish
```

## ./config.mk

```make
export PLATFORM = sky130hd
export DESIGN_NAME = Elevater
export DESIGN_NICKNAME = Elevater
export VERILOG_FILES = /design/flow/design.v
export SDC_FILE = /design/flow/constraint.sdc
export NUM_CORES = 4
export LEC_CHECK = 1
export CORE_AREA = 10 10 93 93
export DIE_AREA = 0 0 103 103
```

## ./constraint.sdc

```tcl
current_design Elevater

set clk_period 3.7
set clk_io_pct 0.2

create_clock -name clk0 -period $clk_period [get_ports {clk}]

set non_clock_inputs [all_inputs -no_clocks]
set_input_delay [expr $clk_period * $clk_io_pct] -clock clk0 $non_clock_inputs
set_output_delay [expr $clk_period * $clk_io_pct] -clock clk0 [all_outputs]
```

==> deck_impl_summary.md <==
Run Summary

Synth
  – Largest area contributor in the netlist: edfxtp_1
  – Chip Area, Yosys: 786 µm²
  – Cells in synth_stat.txt: 60
  – Area leader share: 49.7%
  – Yosys cell types: 23
  – Biggest area cells: edfxtp_1 (50%), ha_1 (11%), dfxtp_1 (10%)
  – Ys Warns: 1
  – Post-synthesis sequential area ratio: 59.9%
  – Flops after synth: 17

Run status
  – Status: did not finish
  – Tool error: ERROR: Found 1 problems in 'check -assert'.
  – Failed at: 1_2_yosys
## logic make-up after synthesis
logic type	Yosys count	share of synthesized area, %
simple gates	17	11.5
flops	17	59.9
compound gates	13	14.7
fa+ha+maj	7	11.1
buf+inv	6	2.87
## cell usage after synthesis
master / n
edfxtp_1: 13
ha_1: 7
inv_1: 6
nor2_1: 5
dfxtp_1: 4
a21oi_1: 3
nand2_1: 3
nor2b_1: 3
nand3b_1: 2
a2111oi_4: 1
a211oi_1: 1
a21boi_0: 1
a21oi_2: 1
a22oi_1: 1
a22oi_2: 1
a31o_2: 1
nand2_2: 1
nand2b_1: 1
nor3_1: 1
nor4b_1: 1
o21ai_0: 1
o221ai_1: 1
o22ai_1: 1
